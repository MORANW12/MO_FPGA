### flow/constraint.sdc
current_design Predict

set clk_period 11.8
set clk_io_pct 0.2

create_clock -name clk0 -period $clk_period

set non_clock_inputs [all_inputs -no_clocks]
set_input_delay [expr $clk_period * $clk_io_pct] -clock clk0 $non_clock_inputs
set_output_delay [expr $clk_period * $clk_io_pct] -clock clk0 [all_outputs]
### flow/design.v
module Predict (
	input wire clk,    
	input wire rst_n, 
	input wire [15:0] Rx,
	input wire [15:0] Ra,
	input wire [15:0] Rb,
	input wire [15:0] Rc,
	input wire [15:0] Rd,
	input wire  [16:0] D1,
	input wire  [16:0] D2,
	input wire  [16:0] D3,
	input wire  data_en,
	output reg [3:0] Q1,
	output reg [3:0] Q2,
	output reg [3:0] Q3,
	output reg [15:0] Px,
	output wire en
);
wire [16:0] T1  ;
wire [16:0] T2  ;
wire [16:0] T3  ;
wire [16:0] T1_n;
wire [16:0] T2_n;
wire [16:0] T3_n;
assign 			T1   = 'd18; 
assign 			T2   = 'd67; 
assign 			T3   = 'd276; 
assign 			T1_n = 0 - 'd18; 
assign 			T2_n = 0 - 'd67; 
assign 			T3_n = 0 - 'd276; 
assign en = data_en;
always @(*) begin:Q1_value
	if (D1==0) begin
		Q1 <= 0;
	end else if (D1[16]==1&&D1<=T3_n) begin
		Q1 <= 0-4;
	end else if (D1[16]==1&&D1<=T2_n&&D1>T3_n) begin
		Q1 <= 0-3;
	end else if (D1[16]==1&&D1<=T1_n&&D1>T2_n) begin
		Q1 <= 0-2;
	end else if (D1[16]==1&&D1>T1_n) begin
		Q1 <= 0-1;
	end else if (D1[16]==0&&D1<T1) begin
		Q1 <= 1;
	end else if (D1[16]==0&&D1>=T1&&D1<T2) begin
		Q1 <= 2;
	end else if (D1[16]==0&&D1>=T2&&D1<T3) begin
		Q1 <= 3;
	end else if (D1[16]==0&&D1>=T3) begin
		Q1 <= 4;
	end else begin
		Q1 <= 0;
	end
end
always @(*) begin:Q2_value
	if (D2==0) begin
		Q2 <= 0;
	end else if (D2[16]==1&&D2<=T3_n) begin
		Q2 <= 0-4;
	end else if (D2[16]==1&&D2<=T2_n&&D2>T3_n) begin
		Q2 <= 0-3;
	end else if (D2[16]==1&&D2<=T1_n&&D2>T2_n) begin
		Q2 <= 0-2;
	end else if (D2[16]==1&&D2>T1_n) begin
		Q2 <= 0-1;
	end else if (D2[16]==0&&D2<T1) begin
		Q2 <= 1;
	end else if (D2[16]==0&&D2>=T1&&D2<T2) begin
		Q2 <= 2;
	end else if (D2[16]==0&&D2>=T2&&D2<T3) begin
		Q2 <= 3;
	end else if (D2[16]==0&&D2>=T3) begin
		Q2 <= 4;
	end else begin
		Q2 <= 0;
	end
end
always @(*) begin:Q3_value
	if (D3==0) begin
		Q3 <= 0;
	end else if (D3[16]==1&&D3<=T3_n) begin
		Q3 <= 0-4;
	end else if (D3[16]==1&&D3<=T2_n&&D3>T3_n) begin
		Q3 <= 0-3;
	end else if (D3[16]==1&&D3<=T1_n&&D3>T2_n) begin
		Q3 <= 0-2;
	end else if (D3[16]==1&&D3>T1_n) begin
		Q3 <= 0-1;
	end else if (D3[16]==0&&D3<T1) begin
		Q3 <= 1;
	end else if (D3[16]==0&&D3>=T1&&D3<T2) begin
		Q3 <= 2;
	end else if (D3[16]==0&&D3>=T2&&D3<T3) begin
		Q3 <= 3;
	end else if (D3[16]==0&&D3>=T3) begin
		Q3 <= 4;
	end else begin
		Q3 <= 0;
	end
end
assign Q = (Q1*9 + Q2)*9 + Q3;
always @(*) begin: Px_value
	if (Rc > Ra && Rc > Rb && Ra > Rb) begin
		Px	<= Rb;
	end else if (Rc > Ra && Rc > Rb && Ra <= Rb) begin
		Px	<= Ra;
	end else if(Rc < Ra && Rc < Rb && Ra > Rb)begin
		Px	<= Ra;
	end else if(Rc < Ra && Rc < Rb && Ra <= Rb)begin
		Px	<= Rb;
	end else if((Rc >= Ra && Rc <= Rb) || (Rc <= Ra && Rc >= Rb))begin
		Px	<= Ra + Rb - Rc;
	end 
	else begin
		Px  <= 0;
	end
end
endmodule : Predict
### flow/run.sh
#!/bin/bash
# OpenROAD 26Q1-2900-gdf79404cd8, Yosys 0.63+post, stock flow scripts
make -C /OpenROAD-flow-scripts/flow DESIGN_CONFIG=/design/flow/config.mk WORK_HOME=/design/flow/orfs finish
### flow/config.mk
export PLATFORM = sky130hd
export DESIGN_NAME = Predict
export DESIGN_NICKNAME = Predict
export VERILOG_FILES = /design/flow/design.v
export SDC_FILE = /design/flow/constraint.sdc
export NUM_CORES = 4
export LEC_CHECK = 1
export CORE_UTILIZATION = 40
==> reports/qor.yml <==
timing:
  slew_headroom: 0.500
  setup_viol: 0
  slew_viol_final: 0
  worst_pin_slew_ns: 0.734
  rsz0062_at_grt: "false"
  fmaxAchievable_mhz: 114
  whs_ns: 4.72
  finalClockPeriodUsage: 0.742
  hold_viol_final: 0
  tns_ns: 0
  period_needed_ns: 8.75
floorplan:
  num_io_pins: 163
  die_width_um: 91.2
  fp_util: 0.414
  dieArea_um2: 8310
  die_y_um: 91.2
  rows: 32
  core_area_um2: 7690
synth:
  synth_area_um2: 3180
  syn_inst: 438
  synth_area_per_cell_um2: 7.26
  xor_area_frac: 0.0386
  yosysUniqueCellTypes: 60
  yosysWarningCount: 2
  postSynthSeqShare: 0
  ys_sh_adder: 0.346
  logic_family: "adder cells"
  aoi_share: 0.287
  ys_area_um2: 3180
  mux_area_frac: 0.0173
  ys_cells: 438
  yosys.area_share.simple: 0.209
route:
  finalWirelength_um: 8900
  post_drt_wl_per_cell_um: 13.5
  num_vias: 3565
  vias_per_cell: 5.41
  drc: 0
  drtIter0Drc: 85
  dr.pass1.iters: 4
  n_antenna_cell: 0
  antenna_left: 0
placement:
  hpwl_um: 7790
  globalplace.congestion: 0.966
  port_buffers: 127
  dpl_cell_area_um2: 4530
flow_run:
  max_cap_violations: 0
  warnings: 68
cells_and_area:
  flops: 0
  fin_area_um2: 4530
  final_cell_mix: "clkdlybuf4s50_1 (127), inv_1 (73), ha_1 (64)"
  lay_top_count: "clkdlybuf4s50_1"
  layout.clock_buffers: 0
  regArea_um2: 0
  drive_gt1_frac: 0.0305
  area.growth.synth_to_final_pct: 42.4
power_and_ir_drop:
  p_per_area_nw_per_um2: 59.8
  peakVddDrop_mv: 0.0366
  cellLeakagePower_nw: 2.04
grt:
  grt_use_met1: 0.326
  grt_max_degree: 17
  antenna_found_initial: 0
  use_met3: 0.0162
  grt_busiest_layer: "met2"
  grt-ovfl-total: 0
  grt_pass1_vias: 3329
  grt_use_met2: 0.387
  grt_pass1_wl_um: 15100
  grt_usage: 0.223
worst_setup_path:
  end_kind: "output pin"
  startpoint_type: "primary input"
  path_max_fanout: 3
  required_ns: 9.44
  crit_end: "Px[14]"
  worstSetupStartpoint: "Ra[1]"
  crit_type: "in -> out"
  crit_arrival_ns: 6.39
clocking:
  cts_resized: 0
  postCtsHoldBufs: 0
  post_cts_buffers: 0
hold_path:
  min_path_type: "in -> out"
outcome:
  status: "completed"
[cells in the mapped netlist (all sizes together) (2+ instances only)]
cell type | instances | area [um^2]
or3 | 3 | 18.8
nor3 | 8 | 40.0
xor2 | 2 | 17.5
a41oi | 5 | 43.8
o211ai | 3 | 22.5
nor2 | 22 | 82.6
a221oi | 4 | 53.8
or4 | 2 | 18.8
or2 | 3 | 21.3
a211oi | 3 | 22.5
nand2 | 33 | 124
nor2b | 2 | 12.5
a221o | 3 | 32.5
nand2b | 4 | 25.0
a22oi | 13 | 97.6
o41ai | 2 | 17.5
and2 | 2 | 12.5
o221ai | 2 | 23.8
a31oi | 2 | 12.5
a21oi | 34 | 178
a2111o | 2 | 22.5
buf | 3 | 30.0
inv | 73 | 274
and3 | 3 | 18.8
ha | 64 | 801
mux2i | 3 | 55.1
xnor2 | 12 | 105
fa | 15 | 300
o21bai | 4 | 30.0
clkbuf | 5 | 20.0
a41o | 2 | 20.0
nor4 | 10 | 62.6
nand4 | 15 | 93.8
o21ai | 32 | 160
and4 | 2 | 17.5
nand3 | 21 | 105
a311oi | 2 | 23.8
a21o | 7 | 52.6
[worst max-delay path: stages]
cell,delay (ns)
clkdlybuf4s50_1,0.49
inv_1,0.10
fa_1,0.55
inv_1,0.07
fa_1,0.47
a21oi_1,0.25
o221ai_1,0.22
a21oi_1,0.26
o21ai_0,0.18
o41ai_1,0.46
o21ai_0,0.20
xnor2_1,0.15
o21ai_1,0.13
clkdlybuf4s50_1,0.49
[stage by stage]
step / setup WS [ns] / utilization / instances / total power, mW
6_report: 3.05 / 0.589 / 659 / 0.271
5_1_grt: 2.76 / 0.589 / 659 / 0.307
4_1_cts: 3.04 / 0.589 / 659 / 0.273
3_5_place_dp: 3.06 / 0.589 / 659 / 0.271
3_3_place_gp: 3.05 / 0.589 / 659 / 0.270
2_1_floorplan: 4.55 / - / 438 / 0.153
[layer usage]
layer | wire length [um] | vias up
met5 | 0 | -
met4 | 0 | 0
met3 | 411 | 0
met2 | 4230 | 87
met1 | 4270 | 1623
li1 | - | 1855
[cell type report]
type / instances / area [um^2]
fill: 729 / 3160
multi-input combinational: 357 / 2860
timing repair buffer: 127 / 1270
inverter: 73 / 274
tap: 102 / 128
[cells by family after synthesis]
| family | count (synthesis) |
|---|---|
| AND/OR/NAND/NOR | 131 |
| AND-OR/OR-AND | 130 |
| buffers and inverters | 81 |
| adder cells (fa/ha/maj) | 79 |
| XOR/XNOR | 14 |
| multiplexers | 3 |
[power by group]
group          switching (mW)  total, mW  leakage [nW]  internal (mW)
sequential                  0          0             0              0
combinational           0.125      0.271          2.04          0.145
clock                       0          0             0              0
[how the worst min path moves through the flow]
stage	from	endpoint	cells after the start
after CTS	data_en	en	0
after global routing	data_en	en	0
final	data_en	en	0
Power is estimated from default activity; no workload was simulated.
